**design.v**
```verilog
`timescale 1ns/1ps
module my_memory(
	clka,
	dina,
	addra,
	ena,
	wea,
	douta);
input clka;
input [7 : 0] dina;
input [9 : 0] addra;
input ena;
input [0 : 0] wea;
output [7 : 0] douta;
reg [7:0] douta;
reg [7:0] data[0:1023];
initial
begin	:init
	integer i;
	for(i=0;i<1024;i=i+1)
		data[i]=0;
data[0]='h29;
data[1]='hF6;
data[2]='h29;
data[3]='hC0;
data[4]='h29;
data[5]='hDB;
data[6]='h8B;
data[7]='h56;
data[8]='h1A;
data[9]='h01;
data[10]='hD0;
data[11]='h01;
data[12]='hC3;
data[13]='h89;
data[14]='hC1;
data[15]='h8B;
data[16]='h56;
data[17]='h1E;
data[18]='h29;
data[19]='hD1;
data[20]='h89;
data[21]='h5E;
data[22]='hF0;
data[23]='h75;
data[24]='hED;
data[25]='hF4;
data[26]='h01;
data[27]='h00;
data[28]='h00;
data[29]='h00;
data[30]='h0A;
data[31]='h00;
data[32]='h00;
data[33]='h00;
data[34]='h00;
end
always @(posedge clka)
begin
	if(ena)
		if(wea)
		begin
			data[addra]<=dina;
		end
		else
		begin
			douta<=data[addra];
		end
end
endmodule
`timescale 1ns / 1ps
module memory(input clk, input rst,
              input [31:0] data_in, input [31:0] addr,
				  input RE, input WE, 
				  output [31:0] data_out,
				  output [31:0] magic_out);
  localparam [9:0] magic_location = 'hFFFFFFF0;
  reg [31:0] magic_buffer;
  assign magic_out = magic_buffer;
  reg [7:0] bufr[3:0];
  reg [7:0] bufw[3:0];
  reg [2:0] inx;
  wire [9:0] b_addr;
  wire [7:0] mem_in;
  wire [7:0] mem_out;
  reg r_b, w_b;
  always @(posedge clk) begin
    if(rst) begin
	   inx=0; r_b=0; w_b=0;
    end 
	 else if(r_b) begin
		bufr[inx-1]=mem_out;
		inx=inx+1;
		if(inx==5) begin r_b=0; inx=0; end
	 end 
	 else if(w_b) begin
		inx=inx+1;
		if(inx==4) begin w_b=0; inx=0; end
    end 
	 else if(RE) begin
	   inx=1;
		r_b=1;
	 end
	 else if(WE) begin
	   inx=0;
		bufw[3]<=data_in[31:24];
		bufw[2]<=data_in[23:16];
		bufw[1]<=data_in[15:8];
		bufw[0]<=data_in[7:0];
		if(b_addr==magic_location) magic_buffer = data_in;
		w_b=1;
	 end
  end
  assign mem_in = bufw[inx];
  assign b_addr = addr+inx;
  my_memory mem(clk, mem_in, b_addr, RE || WE || r_b || w_b, WE || w_b, mem_out);
  assign data_out = { bufr[3], bufr[2], bufr[1], bufr[0] };
endmodule
`timescale 1ns / 1ps
module divider(input clk, input rst, output reg div_clk);
  reg [1:0] buffer;
  initial
  begin
	div_clk<=0; 
	buffer=0;	
  end
  always @(posedge clk) 
  begin
      buffer=buffer+1;
      if(buffer==0) 
	div_clk <= !div_clk;
  end
endmodule
`timescale 1ns / 1ps
module testbench();
  reg clk = 0;
  always #1 clk = !clk;
  wire [31:0] addr, data_in, data_out;
  wire WE, RE;
  reg rst;
  wire div_clk;
  wire [31:0] magic_value;
  wire [7:0] opcode;
  divider div(clk, rst, div_clk);
  memory mem(clk, rst, data_out, addr, RE, WE, data_in, magic_value);
  y86_seq y86(div_clk, rst, addr, data_in, data_out, WE, RE, opcode);
  initial begin
		$dumpfile("y86_seq.vcd");
		$dumpvars(0, testbench.y86);
    rst=1; #10 rst=0;
  end
endmodule
```
**run.sh**
```bash
#!/bin/bash
# OpenROAD 26Q1-2900-gdf79404cd8, Yosys 0.63+post, stock flow scripts
make -C /OpenROAD-flow-scripts/flow DESIGN_CONFIG=/design/flow/config.mk WORK_HOME=/design/flow/orfs finish
```
**config.mk**
```make
export PLATFORM = sky130hd
export DESIGN_NAME = memory
export DESIGN_NICKNAME = memory
export VERILOG_FILES = /design/flow/design.v
export SDC_FILE = /design/flow/constraint.sdc
export NUM_CORES = 4
export LEC_CHECK = 1
export CORE_UTILIZATION = 40
export SYNTH_MEMORY_MAX_BITS = 65536
```
**constraint.sdc**
```tcl
current_design memory

set clk_period 109.9
set clk_io_pct 0.2

create_clock -name clk0 -period $clk_period [get_ports {clk}]

set non_clock_inputs [all_inputs -no_clocks]
set_input_delay [expr $clk_period * $clk_io_pct] -clock clk0 $non_clock_inputs
set_output_delay [expr $clk_period * $clk_io_pct] -clock clk0 [all_outputs]
```
==> results.txt <==
Quick summary of the implementation run below.

The share of the synthesized area in the top cell type is 76.7%. The die boundary width came out at 903 um. The met2 demand-to-capacity share in global routing is 35.6%. The endpoint class of the critical path is a flop. The number of global-route vias before repair is 179000.

Per the layout area report, the combinational gate area comes to between 60000 and 70000 um^2. The number of routed nets with antenna violations came out at 4. The area of the die is 816000 um^2. The global-route total usage across every layer came out at about a quarter.

Routability-driven placement finished with a final weighted congestion of 0.908. By area, the combinational part of the netlist is dominated by multiplexers. The worst-margin pin slew came out at 1.18 ns.

The worst setup path is launched from an input port. The final setup violation count came out at 0. The number of pins with negative max-slew slack in the final report came out at 0. TritonCTS built the clock tree. The worst hold slack is 0.500 ns. The checks that failed: antenna rules. Looking at the critical path, the highest net fanout was 62. The synthesis report lists the most area-consuming cells as edfxtp_1 (77%), mux4_2 (13%), nand2_1 (2.2%). Post-route period utilization is reported as about 28%.

The tree is rooted in a clkbuf_16. The post-cts resize count came out at 0. The total power density per cell area is 19.7 nW/um^2. The area share of fa/ha/maj cells after synthesis came out at 0.0408%. The clock network accounts for 37.0% of the total power. The data required time of the critical path is 110.46 ns. The switching portion of total power comes to 25.5%. The number of iterations in the first detailed-routing pass is 5. The distinct cell type count of the synthesized netlist came out at 99. The total wire length came out at 964000 um.

Looking at the cell usage after synthesis, the top flip-flop cell is edfxtp_1. The number of warnings the tools reported came out at 84. The switching component of the power is 1840 uW. The sequential power share is 49.6%. During placement, the flow inserted port buffers numbering around 110. The synthesis warning total is 3. The gate count after technology mapping is 16400.

The netlist area before placement came out at 325000 um^2. The number of rows created at floorplan is 330. The clock sink count came out at a little over 8000. The cell depth of the worst flop-to-flop path came out at 18. The number of maximum-capacitance violations recorded for the run is 0. The area recorded from the Yosys report for this design is 325000 um^2. The flow ran to the end, but the final reports show violations. The global route stage reports its total congestion overflow as 0. The area overhead of the layout relative to synthesis is 12.7%. The worst supply voltage drop on vdd came out at 0.0156 mV. After the first detailed-routing iteration, the DRC count stood at 12100.

The maximum buffer depth of the clock tree is 4. Summed over all nets, the half-perimeter wirelength after detailed placement is 593000 um. The synthesis run shows multiplexers occupying between 10% and 20% of the cell area.

The post-detailed-route wirelength per cell is 33.5 um. Subtracting the final worst setup slack from the clock period gives 30.23 ns. The tally of filler cells in the layout came out at between 60000 and 70000. The simple-gate portion of the synthesized area came out at 4.99%. The wire length of the first global-routing pass is 1350000 um. The number of enable flip-flop cells came out at 8296. For the worst reg-to-reg path, the endpoint reported by OpenROAD is mem.douta[2]$_DFFE_PP_. The detailed-route DRC error count is 0. The dominant cell type by area after synthesis is edfxtp_1. The pin count of the biggest net entering global routing came out at roughly 140. The aggregate negative setup slack came out at 0 ns.

The area of the core is roughly 810000 um^2. For this run, the top clock speed supported by timing is 33.1 MHz. The beginning of the worst register-to-register path is inx[0]$_SDFFE_PP0P_. The layer with the highest usage is met2. The share of layout cells above drive strength 1 came out at 22.3%.

The footprint of the flip-flops and latches is 249000 um^2. Per the detail_route report, vias per standard cell equal 5.78. The number of setup buffers added after CTS is 0. The boundary pin count came out at between 100 and 150. For met3 alone, demand over resource in global routing was 22.5%. The final count of hold timing violations came out at 0. The data arrival time of the critical path is 30.79 ns. The worst setup path is of the in2reg kind. Counting flops with an async set or reset pin after synthesis yields a share of 0%. The cell-mix breakdown from Yosys lists the compound-gate area share as 2.14%. The vertical die size is 903 um. The relative max-transition margin came out at between 20% and 30%. The worst min-delay path class is reg2reg. The launch point of the worst min-delay path is recorded as mem.douta[7]$_DFFE_PP_.

The initial antenna violation count came out at 106. Clock tree synthesis inserted a total of 802 buffers. Yosys stat counts approximately 16000 cells in the synthesized netlist. For hold timing, the worst endpoint is bufr[2][7]$_DFFE_PP_.

The depth of the CTS H-tree came out at 6. The number of stages on the worst hold path is 0. The XOR/XNOR share of the synthesized area is less than 1%. After layout, the setup clock skew is reported as between 0.06 and 0.07 ns. At the floorplan stage, the core utilization is reported as 40.2%.

The script extracted a total leakage power of 0.114 uW. Setup repair after global routing left no endpoint under its margin. The sequential fraction of the synthesis area is 76.7%. The clock latency on the worst-skew pair came out at 1.18 ns. The synthesized design contains approximately 8300 register bits.

The CTS clock-pin slew for the worst setup and hold paths came out at 0.06 ns. The post-CTS hold buffer count recorded in the log is 0. The vias after detailed routing came out at roughly 170k. For flop-to-flop paths, the worst setup slack is 100.89 ns. The portion of total power attributed to combinational logic came out at 13.4%. In the power breakdown, the internal column shows 5370 uW.

The synthesized area divided by synthesized cell count came out at 19.8 um^2. The met1 track demand over resource in global routing is between 20% and 30%.
==> cells in the mapped netlist (9+ instances only) <==
| cell | count |
|---|---|
| edfxtp_1 | 8296 |
| mux4_2 | 1905 |
| nand2_1 | 1901 |
| nor2_1 | 1108 |
| nand3_1 | 574 |
| buf_2 | 474 |
| clkbuf_1 | 241 |
| mux2i_1 | 226 |
| buf_4 | 179 |
| a21oi_1 | 175 |
| a31oi_1 | 145 |
| and3_1 | 127 |
| buf_6 | 120 |
| a311oi_1 | 114 |
| a32oi_1 | 86 |
| o21ai_0 | 77 |
| nand4_1 | 53 |
| buf_1 | 50 |
| a221oi_1 | 48 |
| a211oi_1 | 45 |
| nor3_1 | 43 |
| o22ai_1 | 36 |
| nor4_1 | 24 |
| a2111oi_0 | 23 |
| o221ai_1 | 21 |
| inv_1 | 19 |
| nand2b_1 | 18 |
| o211ai_1 | 18 |
| buf_12 | 16 |
| o2111ai_1 | 16 |
| and2_1 | 15 |
| o31ai_1 | 14 |
| buf_8 | 13 |
| mux4_1 | 13 |
| a22oi_1 | 12 |
| o21ai_1 | 11 |
| o32ai_1 | 11 |
| ha_1 | 9 |
| or3_1 | 9 |
| or4_1 | 9 |
==> routing by layer <==
layer / vias to the layer above / wire, um
li1: 68400 / -
met1: 84500 / 288000
met2: 11000 / 434000
met3: 1998 / 189000
met4: 166 / 50200
met5: - / 2810
==> sequential cells by signal, indices dropped and copies added, names as in the netlist <==
name	flops
mem.data	8192
bufr	32
bufw	32
magic_buffer	32
mem.douta	8
inx	3
r_b	1
w_b	1
==> placed cells by master, fill, tap and decap left out, types with 73 or more instances in the layout <==
master           Yosys  routed
clkbuf_16            0     808
edfxtp_1          8296    8296
nand2_1           1901    1862
a21oi_1            175     171
buf_4              179     789
a32oi_1             86      85
a311oi_1           114     110
and3_1             127     127
a31oi_1            145     143
nand3_1            574     572
diode_2              0     240
clkinv_1             0     201
mux2i_1            226     218
clkinv_2             0     127
nor2_1            1108    1096
clkbuf_1           241     190
o21ai_0             77      73
mux4_2            1905    1905
clkdlybuf4s50_1      0     108
==> worst max-delay path: stages <==
cell and delay (ns):
clkdlybuf4s50_1 0.79, ha_4 0.75, buf_4 0.62, buf_12 0.52
buf_4 0.61, buf_4 0.55, buf_4 0.59, buf_4 0.53
mux4_2 0.57, mux2i_1 0.25, o21ai_0 0.13, o21ai_1 0.25
o32ai_1 0.27, a221oi_2 0.35, buf_4 0.29, o32ai_1 0.18
nor4_1 0.39, nand4_1 0.96
==> final cells by class <==
class / instances / area share (%)
multi-input cells: 7027 / 19.1
clock inverters: 462 / 1.18
inverters: 20 / 0.0226
diodes: 240 / 0.164
flip-flops and latches: 8301 / 68.1
clock buffers: 998 / 5.72
well taps: 10800 / 3.69
repair buffers: 929 / 2.08
==> kinds of logic after synthesis <==
logic type / count (synthesis)
XOR/XNOR: 7
AND/OR/NAND/NOR: 3909
flip-flops: 8301
multiplexers: 2146
adder cells (fa/ha/maj): 10
buffers and inverters: 1116
AND-OR/OR-AND: 955
==> worst max path at each step <==
stage / startpoint / slack [ns] / endpoint
CTS: addr[0] / 79.55 / mem.douta[6]$_DFFE_PP_
finish: addr[0] / 79.67 / mem.douta[2]$_DFFE_PP_
global route: addr[0] / 79.40 / mem.douta[6]$_DFFE_PP_
==> power groups by stage <==
stage                 logic [uW]  clock network [uW]  registers [uW]
after CTS                    966                2710            3580
after global routing        1030                2820            3570
final                        965                2670            3580
==> stage by stage <==
stage / power [uW] / area, um^2 / instances / utilization, % / worst slack [ns]
final: 7210 / 366000 / 28800 / 45.3 / 79.67
after global routing: 7420 / 366000 / 28600 / 45.2 / 79.40
after CTS: 7250 / 366000 / 28500 / 45.2 / 79.55
after detailed placement: 4610 / 340000 / 27100 / 42.1 / 78.29
after global placement: 4600 / 340000 / 27100 / 42.1 / 78.30
after floorplan: 4510 / 325000 / 16400 / - / 74.35
Power is estimated from default activity; no workload was simulated.
